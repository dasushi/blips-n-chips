===== flow/run.sh =====
#!/bin/bash
# OpenROAD 26Q1-2900-gdf79404cd8, Yosys 0.63+post, stock flow scripts
make -C /OpenROAD-flow-scripts/flow DESIGN_CONFIG=/design/flow/config.mk WORK_HOME=/design/flow/orfs finish

===== flow/config.mk =====
export PLATFORM = sky130hd
export DESIGN_NAME = mips
export DESIGN_NICKNAME = mips
export VERILOG_FILES = /design/flow/design.v
export SDC_FILE = /design/flow/constraint.sdc
export NUM_CORES = 4
export LEC_CHECK = 1
export CORE_UTILIZATION = 50

===== flow/constraint.sdc =====
current_design mips

set clk_period 32.0
set clk_io_pct 0.2

create_clock -name clk0 -period $clk_period [get_ports {clk}]

set non_clock_inputs [all_inputs -no_clocks]
set_input_delay [expr $clk_period * $clk_io_pct] -clock clk0 $non_clock_inputs
set_output_delay [expr $clk_period * $clk_io_pct] -clock clk0 [all_outputs]

===== flow/design.v =====
module mips(input clk, reset,
					input logic [31:0] instr_in, data_in,
					output logic [31:0] instr_addr, data_addr, data_out, 
					output logic data_rd_wr);  
	parameter [31:0] pc_init = 32'h80020000;
    parameter [31:0] sp_init = 32'h80120000; 
	parameter [31:0] ra_init = 32'h00000000;
	logic 		 reg_wr_en, alu_en, wb_en, mem_en, data_rw_en, sign_extend_en;
	logic [4:0]  instr_counter,	 
				 wr_sel, rd_sel, rs_sel;
	logic [31:0] pc; 			 
	logic [31:0] instr_reg, 	 
				 rt, 			 
				 rs, 			 
				 rd, 			 
				 alu_out,		 
				 wr_reg;		 
	regfile regs(.wr_num(wr_sel), .wr_data(wr_reg), .wr_en(reg_wr_en),
		.rd0_num(rd_sel), .rd0_data(rd),
		.rd1_num(rs_sel), .rd1_data(rs),
		.clk(clk));
	initial begin
		data_addr 	<= sp_init;
		pc 			<= pc_init;
		instr_addr  <= pc_init;
		data_rw_en   = 1'b1;
		data_rd_wr	<= data_rw_en;
		alu_en		<= 1'b0;
		wb_en		<= 1'b0;
		mem_en 		<= 1'b0;
		instr_counter <= 5'b00001;
		instr_reg	<= 32'h0;
		alu_out		<= 32'h0;
		wr_sel 		<= 5'h1D;  
		wr_reg		<= sp_init;
		reg_wr_en	<= 1'b1;
		#10 wr_sel 		<= 5'h1F;  
		wr_reg		<= ra_init;
		sign_extend_en = 1'b0;
	end
	always @ (pc)
	begin
		instr_addr <= pc;	
	end
	always @ (data_rw_en) begin
		data_rd_wr	= data_rw_en;
	end
	always @ (posedge clk)
	begin : STAGES
		case(instr_counter)
			5'b00001 : begin  
				instr_counter <= instr_counter << 1;
				reg_wr_en	<= 1'b0;
				data_rw_en  <= 1'b1;
				alu_en		<= 1'b0;
				wb_en		<= 1'b0;
				mem_en 		<= 1'b0;
				wr_sel 		<= 4'h0;
				rd_sel 		<= 4'h0;
				rs_sel 		<= 4'h0;
				wr_reg		<= 32'h0;
				sign_extend_en = 1'b0;
			end
			5'b00010 : begin  
				instr_reg <= instr_in;
				case(instr_in[31:26])
					6'b001001: begin
						wr_sel <= instr_in[20:16];  
						rs_sel <= instr_in[25:21];  
						sign_extend_en <= 1'b1;  
						alu_en <= 1'b1;
						wb_en <= 1'b1;
					end
					6'b100011: begin
						wr_sel <= instr_in[20:16];  
						rs_sel <= instr_in[25:21];  
						sign_extend_en <= 1'b1;  
						alu_en <= 1'b1;
						wb_en <= 1'b1;
						mem_en <= 1'b1;
					end
					6'b101011: begin
						wr_sel <= instr_in[20:16];  
						rs_sel <= instr_in[25:21];  
						rd_sel <= instr_in[20:16];  
						sign_extend_en <= 1'b1;  
						alu_en <= 1'b1;
						wb_en <= 1'b0;
						mem_en <= 1'b1;
					end
					6'b000000 : begin
						case(instr_in[5:0]) 
							6'b100001 : begin  
								rs_sel = instr_in[25:21];
								rd_sel = instr_in[20:16];
								wr_sel <= instr_in[15:11];
								alu_en <= 1'b1;
								wb_en  <= 1'b1;
								mem_en <= 1'b0;
							end
							6'b001000 : begin
								rs_sel = instr_in[25:21];
								pc = rs;
								wb_en <= 1'b0;
								alu_en <= 1'b0;
								mem_en <= 1'b0;
							end
							6'b001010 : begin
								wr_sel <= instr_in[25:21];
								wr_reg <= {16'h0, instr_in[15:0]};
								wb_en <= 1'b1;
								alu_en <= 1'b0;
								mem_en <= 1'b0;
							end
							6'b000101 : begin
								wr_sel = instr_in[15:11];
								rs_sel = instr_in[26:21];
								wr_reg = rs;
								wb_en <= 1'b1;
								alu_en <= 1'b0;
								mem_en <= 1'b0;
							end
							6'b000000 : begin
								wb_en <= 1'b0;
								alu_en <= 1'b0;
								mem_en <= 1'b0;
							end
						endcase
					end
				endcase
				instr_counter <= instr_counter << 1;
			end
			5'b00100 : begin  
				if(alu_en == 1'b1) begin
					if(sign_extend_en) begin
						if(instr_reg[15]) begin
							alu_out <= rs + { 16'hffff, instr_reg[15:0]};
							wr_reg <= rs + { 16'hffff, instr_reg[15:0]};
						end else begin
							alu_out <= rs + { 16'h0000, instr_reg[15:0]};
							wr_reg <= rs + { 16'h0000, instr_reg[15:0]};
						end
					end else begin
						alu_out <= rs + rd;
						wr_reg <= rs +rd;
					end
				end
				alu_en <= 1'b0;
				pc <= pc + 4; 
				instr_counter <= instr_counter << 1;
			end
			5'b01000 : begin  
				if(mem_en) begin
					if(instr_reg[29]) begin  
						data_addr = alu_out;
						data_rw_en = 1'b0;
						data_out <= rd;
					end else begin
						data_addr = alu_out;
						data_rw_en = 1'b1;
						wr_reg <= data_in;
					end
				end
				mem_en <= 1'b0;
				instr_counter <= instr_counter << 1;
			end
			5'b10000 : begin  
				if(wb_en) begin
					reg_wr_en <= 1'b1;
				end
				wb_en <= 1'b0;
				instr_counter <= 5'b00001;
			end
		endcase
	end  
	task sign_extend(input logic [15:0] val);
	begin
		sign_extend_en = 1'b1;
	end
	endtask
endmodule
module regfile(
		input [4:0] wr_num, input [31:0] wr_data, input wr_en,
		input [4:0] rd0_num, output [31:0] rd0_data,
		input [4:0] rd1_num, output [31:0] rd1_data,
		input clk);
    reg[31:0] data [1:31];  
	always @(posedge clk)
        if(wr_en && wr_num!=0) data[wr_num] <= wr_data;
   	assign rd0_data = (rd0_num!=0) ? data[rd0_num] : 32'h00000000;
   	assign rd1_data = (rd1_num!=0) ? data[rd1_num] : 32'h00000000;
endmodule

==> run summary <==
flow finished, numbers: setup TNS 0 ns, CTS Buf Count 135, gr usage total about 34%, number of buffers added to fix hold violations after cts 0, slew at the pin closest to its max-slew limit 1.07 ns, post-synth top area share 63.6%, Critical Path Sink Type register, share of layout cells above drive strength 1 between 20 and 30%, Core ar. 111000 um^2, class of the tightest hold or removal check reg -> reg, number of remaining DRC errors 0, number of flops mapped to enable cells by yosys 1195, number of max-cap violations 0, maximum number of pins on one net before global-route repair 73, post-synth top area cell sky130_fd_sc_hd__edfxtp_1, crit share post-route 26.7%, worst setup path class in -> reg, Max clock buf depth 3, most repeated cell in the gate-level netlist after synthesis sky130_fd_sc_hd__edfxtp_1, number of top-level pins 163, routability congestion estimate 0.954, status completed, startpoint types input pin, share of flip-flops with an asynchronous set or reset after synthesis 0%, clock sink count 1205, power density over cell area 54.8 nW/um^2, kind of cell with the highest combined delay on the critical path buffers and inverters, leak pwr 0.0217 uW, signed area change from the synthesized netlist to the final layout 14.7%, Setup-failing EPs final 0, via total after detailed routing 31409, number of standard cells after synthesis around 3000, number of rows in the core area about 120, maximum frequency from static timing analysis about 0.12 GHz, worst clock skew on the final layout around 0.035 ns, Post-CTS Resized 0, series of cell instances along the critical path clkdlybuf4s50_1, nand2_1, nor3_1, a31oi_1, nor3_1, a21oi_1, a31oi_4, buf_4, buf_4, sum of overflow across all layers after global routing 0, number of warning messages in the yosys log 2, register bank with the most flops regs.data, required time of the critical path 32.37 ns, die extent in y 338 um, TritonCTS clock tree yes, H-Tree Level Count 4, worst skew pair latency about 0.76 ns, Main area contributors sky130_fd_sc_hd__edfxtp_1 64%, sky130_fd_sc_hd__mux4_2 23%, sky130_fd_sc_hd__mux2i_1 2.6%, root buf cell sky130_fd_sc_hd__clkbuf_16, final antenna-violating net count 0, chip area 114000 um^2, number of synthesized register bits 1205, combined buffer and inverter count along the critical path 3, Dominant flop cell sky130_fd_sc_hd__edfxtp_1, number of iterations in the first detailed-routing pass 6, Slowest Stage Delay on Critical Path around 0.67 ns, Largest register FFs 992, average instance area after synthesis 18.7 um^2, min cycle time layout roughly 8.5 ns, floorplan-stage core utilization 50.7%, Synth Cell Area 56400 um^2, DRT iter0 DRCs 2143, Placed Area 60200 um^2, ys cells 3022, most frequent cells after synthesis 1195 x sky130_fd_sc_hd__edfxtp_1, 570 x sky130_fd_sc_hd__mux4_2, 196 x sky130_fd_sc_hd__nor2_1, 145 x sky130_fd_sc_hd__mux2i_1, 136 x sky130_fd_sc_hd__clkbuf_1, relative contribution of the clock network to total power 44.3%, unrepaired setup endpoints after global routing false, detailed placer's ending HPWL 102000 um, internal power 2770 uW, switching share of total power 21.9%, count of unique library cells instantiated by Yosys 67, first-pass GRT wire length around 240000 um, via count of the first global-routing pass around 35000, crit path max fanout 20, Seq pwr share 48.6%, buffers inserted during post-CTS setup optimization 0, largest voltage drop on the vdd net roughly 40 uV, Reg clk slew, reported paths 0.05 ns, combinational group share of total power under 10%, register share after synthesis between 60% and 70%, via-per-instance ratio approximately 6.5, Chip Area, Yosys ~56000 um^2, max-slew violations 0, P_sw 778 uW, relative slew slack 27.0%, summed area of non-filler cells in the final layout 64700 um^2, final WL 166000 um, Critical Path AT between 8 and 9 ns, Die Span X 338 um, post-detailed-route wirelength per cell 34.5 um, endpoints failing hold 0, count of tool warnings 27, IO buf count roughly 160, initial antenna violation count 2, critical path's slowest cell sky130_fd_sc_hd__clkdlybuf4s50_1, Tot Pwr 3550 uW
==> logic make-up after synthesis <==
logic type | Yosys count | synth area share [%]
buf+inv | 242 | 1.72
mux | 716 | 25.3
xor+xnor | 59 | 0.916
flops | 1205 | 64.0
simple gates | 451 | 3.56
compound gates | 316 | 3.78
fa+ha+maj | 33 | 0.730
==> metrics by stage <==
step / worst slack [ns] / hold slack (ns) / util [%] / std cells
final: 23.45 / 0.417 / 58.1 / 4806
after global placement: 22.71 / 0.402 / 54.1 / 4568
after CTS: 23.50 / 0.418 / 58.1 / 4805
after floorplan: 22.34 / 0.400 / - / 3022
after global routing: 23.33 / 0.425 / 58.1 / 4805
after detailed placement: 22.74 / 0.405 / 54.1 / 4568
==> layer usage <==
metal | vias to the layer above | part of all wire, % | track usage [%]
li1 | 13101 | - | -
met1 | 15916 | 30 | 41.1
met2 | 2103 | 48 | 48.1
met3 | 283 | 19 | 27.1
met4 | 6 | 3.0 | 7.79
met5 | - | 0.16 | 2.43
==> worst paths after layout <==
path	start	endpoint	slack [ns]	cells after the start
setup / recovery	instr_in[1]	wr_reg[18]$_DFFE_PP_	23.45	9
hold / removal	alu_out[19]$_DFFE_PP_	data_addr[19]$_DFFE_PP_	0.42	0
setup reg to reg	register	wr_reg[28]$_DFFE_PP_	23.99	19
hold reg to reg	alu_out[19]$_DFFE_PP_	data_addr[19]$_DFFE_PP_	0.42	0
==> power groups by stage <==
stage / combinational [uW] / sequential [uW] / clock [uW]
after global routing: 270 / 1720 / 1660
final: 253 / 1720 / 1570
after CTS: 252 / 1720 / 1600
==> cell usage in the layout (no fill, tap or decap), types with 15 or more instances in the layout <==
master,netlist,routed
sky130_fd_sc_hd__edfxtp_1,1195,1195
sky130_fd_sc_hd__mux4_2,570,570
sky130_fd_sc_hd__nor2_1,196,167
sky130_fd_sc_hd__clkdlybuf4s50_1,0,161
sky130_fd_sc_hd__mux2i_1,145,145
sky130_fd_sc_hd__clkbuf_16,0,142
sky130_fd_sc_hd__nand2_1,116,116
sky130_fd_sc_hd__buf_4,3,114
sky130_fd_sc_hd__a21oi_1,104,104
sky130_fd_sc_hd__o21ai_0,45,45
sky130_fd_sc_hd__a21o_1,40,40
sky130_fd_sc_hd__xor2_1,34,34
sky130_fd_sc_hd__o31ai_1,32,32
sky130_fd_sc_hd__ha_1,32,32
sky130_fd_sc_hd__nor2_4,0,29
sky130_fd_sc_hd__clkinv_1,0,26
sky130_fd_sc_hd__xnor2_1,25,25
sky130_fd_sc_hd__inv_1,23,23
sky130_fd_sc_hd__nand3_1,23,23
sky130_fd_sc_hd__a22o_1,19,19
sky130_fd_sc_hd__clkbuf_1,136,19
sky130_fd_sc_hd__bufinv_16,0,17
sky130_fd_sc_hd__and2_1,16,16
sky130_fd_sc_hd__nand4_1,16,16
sky130_fd_sc_hd__a221o_1,16,16
sky130_fd_sc_hd__nor3_1,18,15
sky130_fd_sc_hd__clkinv_2,0,15
==> area by class of cell <==
| cell class | count | area [um^2] |
|---|---|---|
| Sequential cell | 1205 | 36100 |
| Clock buffer | 161 | 3620 |
| Inverter | 23 | 86.3 |
| Multi-Input combinational cell | 1575 | 19600 |
| Tap cell | 1488 | 1860 |
| Clock inverter | 76 | 862 |
| Timing Repair Buffer | 277 | 2510 |
| Antenna cell | 1 | 2.50 |
| Fill cell | 7989 | 46600 |
Power is estimated from default activity; no workload was simulated.
